## run.sh

```bash
#!/bin/bash
# OpenROAD 26Q1-2900-gdf79404cd8, Yosys 0.63+post, stock flow scripts
make -C /OpenROAD-flow-scripts/flow DESIGN_CONFIG=/design/flow/config.mk WORK_HOME=/design/flow/orfs finish
```

## config.mk

```make
export PLATFORM = sky130hd
export DESIGN_NAME = BLOCK_PC_INSTR_ARG
export DESIGN_NICKNAME = BLOCK_PC_INSTR_ARG
export VERILOG_FILES = /design/flow/design.v
export SDC_FILE = /design/flow/constraint.sdc
export NUM_CORES = 4
export LEC_CHECK = 1
export CORE_AREA = 10 10 70 70
export DIE_AREA = 0 0 80 80
export SYNTH_MEMORY_MAX_BITS = 65536
```

## constraint.sdc

```tcl
current_design BLOCK_PC_INSTR_ARG

set clk_period 1.1
set clk_io_pct 0.2

create_clock -name clk0 -period $clk_period [get_ports {clk}]

set non_clock_inputs [all_inputs -no_clocks]
set_input_delay [expr $clk_period * $clk_io_pct] -clock clk0 $non_clock_inputs
set_output_delay [expr $clk_period * $clk_io_pct] -clock clk0 [all_outputs]
```

## design.v

```verilog
module BLOCK_PC_INSTR_ARG #(
    parameter DATA_WIDTH = 8,
    parameter ADDR_WIDTH = 12,
    parameter ULA_WIDTH = 24,
    parameter INSTRUCTION_WIDTH = 16
    )(
        input clk,
        input [(ULA_WIDTH-1):0] MUX_IN_0,        
        input [(ADDR_WIDTH-1):0] MUX_IN_1,       
        output reg [(DATA_WIDTH-1):0] REG_ARG_OUT,
        output reg [(DATA_WIDTH-1):0] REG_INSTR_OUT,
        output reg [(ADDR_WIDTH-1):0] REG_JUMP_OUT,
        output reg [(ADDR_WIDTH-1):0] REG_PC_OUT,
        input CTRL_REG_ARG, CTRL_REG_INSTR, CTRL_REG_JUMP, CTRL_REG_PC, SEL_MUX
    );
    wire [(INSTRUCTION_WIDTH+DATA_WIDTH-1):0] CONCATENATE_REG_ARG_MEM_FULL;
    wire [(ADDR_WIDTH-1):0] MUX_OUT;
    wire [(DATA_WIDTH-1):0] MEM_ARG_OUT, MEM_INSTR_OUT;
    wire [(INSTRUCTION_WIDTH-1):0] MEM_FULL_OUT;
    always @ (posedge clk)
    begin
        if(CTRL_REG_ARG)         
            REG_ARG_OUT <= MEM_ARG_OUT;
    end
    always @ (posedge clk)       
    begin
        if(CTRL_REG_INSTR)
            REG_INSTR_OUT <= MEM_INSTR_OUT;
    end
    assign CONCATENATE_REG_ARG_MEM_FULL = {REG_ARG_OUT, MEM_FULL_OUT};
    always @ (posedge clk)       
    begin
        if(CTRL_REG_JUMP)
            REG_JUMP_OUT <= CONCATENATE_REG_ARG_MEM_FULL[(ADDR_WIDTH-1):0];
    end
    always @ (posedge clk)       
    begin
        if(CTRL_REG_PC)
            REG_PC_OUT <= MUX_OUT;
    end
    assign MUX_OUT = (SEL_MUX == 1'b0) ? MUX_IN_0[(ADDR_WIDTH-1):0] :
                     MUX_IN_1;
    INSTRUCTION_MEMORY #(
        .DATA_WIDTH_MEM (DATA_WIDTH),
        .INSTRUCTION_WIDTH_MEM (INSTRUCTION_WIDTH),
        .ADDR_WIDTH_MEM (ADDR_WIDTH)
        ) memInstr (
            .addr (REG_PC_OUT),
            .clk_mem (clk),
            .DATA_FULL_OUT (MEM_FULL_OUT),
            .DATA_INSTR_OUT (MEM_INSTR_OUT),
            .DATA_ARG_OUT (MEM_ARG_OUT)
        );
endmodule
module INSTRUCTION_MEMORY
#(parameter DATA_WIDTH_MEM=8, parameter INSTRUCTION_WIDTH_MEM=16, parameter ADDR_WIDTH_MEM=12)
(
	input [(ADDR_WIDTH_MEM-1):0] addr,
	input clk_mem,
	output wire [(INSTRUCTION_WIDTH_MEM-1):0] DATA_FULL_OUT,
	output wire [(DATA_WIDTH_MEM-1):0] DATA_ARG_OUT, DATA_INSTR_OUT
);
	reg [(INSTRUCTION_WIDTH_MEM-1):0] DATA_TEMP;
	reg [INSTRUCTION_WIDTH_MEM-1:0] rom[2**ADDR_WIDTH_MEM-1:0];
	initial
	begin
	end
	always @ (posedge clk_mem)
	begin
		DATA_TEMP <= rom[addr];
	end
	assign DATA_FULL_OUT = DATA_TEMP;
	assign DATA_INSTR_OUT = DATA_TEMP[(DATA_WIDTH_MEM-1):0];
	assign DATA_ARG_OUT = DATA_TEMP[(INSTRUCTION_WIDTH_MEM-1):DATA_WIDTH_MEM];
endmodule
```

==> Slide: Implementation Results <==
Synthesis and Place & Route Summary

STA
  • Setup TNS: 0 ns
  • # setup viols final: 0
  • WHS: 0.5751 ns
  • Fmax: 0.9637 GHz
  • Setup ws final: 0.06228 ns
  • Unrepaired setup endpoints after global routing: no
  • Final Hold Fails: 0
  • Minimum clock period: 1.038 ns
  • Max Slew Vio Count: 0
  • Tcrit/Tclk final: 94.34%

Global routing
  • Tot GR Track Use: 4.913%
  • GRT overflow: 0
  • Vias in the first global route: 547
  • First-pass GRT wire length: 2477 um
  • Initial antenna violation count: 0
  • Pin count of the biggest net entering global routing: 7

Drt
  • Antenna cells: 0
  • Drt pass-1 iters: 2
  • Met2 wire length: 936 um
  • Routed met1 length: 570 um
  • WL per Instance: 11.92 um
  • Met3 WL: 192 um
  • Via count: 454
  • Highest Signal Layer: met4
  • Routed Antenna Nets: 0
  • Initial DRC count: 11
  • Routed wire length: 1704 um
  • Vias per cell: 3.175
  • DRC: 0

Setup path
  • CP arrival: 0.82 ns
  • Crit path kind: flip-flop to primary output
  • CP max FO: 1
  • CP startpoint: REG_PC_OUT[3]
  • WP buf/inv: 1
  • CP max-delay cell: edfxtp_1
  • CP endpoint kind: primary output
  • Startpoint type of the worst setup path: flip-flop
  • Cell family with the largest share of critical-path delay: flip-flops
  • Largest stage delay on the critical path: 0.38 ns
  • Crit-path cells: clkdlybuf4s15_1
  • Req. time, crit path: 0.88 ns

Synthesis
  • Syn Std Cell Area: 758.2 sq um
  • Synth cell count leaders: 28 x buf_4, 12 x edfxtp_1, 10 x mux2_4
  • Area share, top type: 47.52%
  • EDFF count, synth: 12
  • Netlist cell types: 6
  • Yosys cell count: 54
  • Main synth FF type: edfxtp_1
  • Mapped Cells: 54
  • Register share after synthesis: 47.52%
  • Yosys chip area: 758.2 sq um
  • Synth area leaders: edfxtp_1 48%, buf_4 28%, mux2_4 20%
  • Share of flip-flops with an asynchronous set or reset: 0%
  • Syn Area/Cell: 14.04 sq um
  • Area leader, netlist: edfxtp_1
  • Ys flops: 12
  • Synth top cell by count: buf_4
  • Tally of yosys warning messages: 2

Clock network
  • Post-CTS Setup Inserts: 0
  • Clock sinks: 12
  • Clk pin slew, worst setup/hold paths: 0.07 ns
  • CTS Root Cell: clkbuf_4
  • CTS Hold Bufs: 0
  • CTS H-tree depth: 1
  • Clk buf depth: 2
  • CTS tree: yes
  • CTS buffer count: 3

Final layout
  • Largest regs: REG_PC_OUT (12)
  • Fillers: 342
  • Biggest register: REG_PC_OUT
  • Layout Utilization: 33.11%
  • Area grow syn2layout: 49.17%
  • Fin area: 1131 sq um
  • Ratio of cells with drive above 1 in the final layout: 19.59%
  • Finished Layout Cells: 143
  • Register area: 360.3 sq um
  • Max reg flops: 12
  • Logic cell area: 277.8 sq um

Place
  • Routability congestion estimate: 0.7138
  • DP Area: 1106 sq um
  • Port bufs: 38
  • Inst Count DP: 140
  • Detailed-placement wirelength estimate: 1615 um
  • Dpl ws: -0.3600 ns

Power
  • Worst VDD drop: 261.3 uV
  • Power Total: 1.047 mW
  • Pwr/cell area: 925.4 nW/um^2
  • Pleak: 0.4901 nW

Status
  • Outcome: complete, no violations

Floorplan
  • Fp util: 22.20%
  • Die X: 80 um
  • Row count: 21
  • Die Size: 6400 sq um
  • Core ar.: 3416 sq um
  • Die Y: 80 um
  • Ports: 82

Worst hold path
  • Hold path endpoint: REG_PC_OUT[4]
  • Worst min-delay path startpoint: SEL_MUX
  • Type of the worst min-delay path: input port to flip-flop
  • WHS Path Cells: 3

Job
  • Tool Warnings: 40
  • Max-Cap Viols: 0
==> worst max path at each step <==
stage	endpoint	slack, ns	cells after the start
4_1_cts	REG_PC_OUT[11]	0.0005	1
5_1_grt	REG_PC_OUT[4]	0.01	1
6_report	REG_PC_OUT[3]	0.06	1
==> power by group <==
group	internal [mW]	switching (mW)
clock network	0.126	0.124
logic	0.181	0.0532
registers	0.552	0.00995
total	0.860	0.187
==> metal layers <==
layer | vias to the layer above | track usage (%)
met2 | 29 | 9.149
met3 | 2 | 2.500
li1 | 216 | -
met4 | 0 | 0.7042
met1 | 207 | 4.789
met5 | - | 0
==> what timing repair did <==
action | CTS | global route
pin swaps | 0 | 0
setup endpoints to repair | 24 | 1
resized | 25 | 1
==> area by class of cell <==
cell class	count	area share, %
Sequential cell	12	31.86
Timing Repair Buffer	42	36.50
Clock buffer	3	1.991
Tap cell	46	5.089
Multi-Input combinational cell	40	24.56
==> logic make-up (layout without fill, tap and decap cells) <==
family                 Yosys count  after routing  synth area share, %
buffers and inverters           29             45                29.21
muxes                           12             12                22.77
DFF                             12             12                47.53
other                            1             28               0.4946
==> layout by cell type (no fill, tap or decap) <==
master	n
buf_6	1
buf_4	3
mux2_4	10
clkbuf_4	3
edfxtp_1	12
mux2_2	2
dlygate4sd2_1	1
conb_1	28
clkdlybuf4s15_1	12
clkdlybuf4s50_1	25
Power is estimated from default activity; no workload was simulated.
