==> flow/run.sh <==
#!/bin/bash
# OpenROAD 26Q1-2900-gdf79404cd8, Yosys 0.63+post, stock flow scripts
make -C /OpenROAD-flow-scripts/flow DESIGN_CONFIG=/design/flow/config.mk WORK_HOME=/design/flow/orfs finish
==> flow/config.mk <==
export PLATFORM = sky130hd
export DESIGN_NAME = BLOCK_ULA_OPS
export DESIGN_NICKNAME = BLOCK_ULA_OPS
export VERILOG_FILES = /design/flow/design.v
export SDC_FILE = /design/flow/constraint.sdc
export NUM_CORES = 4
export LEC_CHECK = 1
export CORE_UTILIZATION = 30
==> flow/constraint.sdc <==
current_design BLOCK_ULA_OPS

set clk_period 13.7
set clk_io_pct 0.2

create_clock -name clk0 -period $clk_period [get_ports {clk}]

set non_clock_inputs [all_inputs -no_clocks]
set_input_delay [expr $clk_period * $clk_io_pct] -clock clk0 $non_clock_inputs
set_output_delay [expr $clk_period * $clk_io_pct] -clock clk0 [all_outputs]
==> flow/design.v <==
module BLOCK_ULA_OPS #(
    parameter DATA_WIDTH = 8,
    parameter ADDR_WIDTH = 12,
    parameter ULA_WIDTH = 24
    ) (
        input clk,
        input [(ADDR_WIDTH-1):0] MUX_REG1_IN,                    
        input [(DATA_WIDTH-1):0] REG1_IN,
        input [(DATA_WIDTH-1):0] MUX_REG2_IN_0,  
        input [(ADDR_WIDTH-1):0] MUX_REG2_IN_1,  
        input [(ADDR_WIDTH-1):0] MUX_REG2_IN_2,  
        input [(DATA_WIDTH-1):0] REG2_IN,
        output wire [(ULA_WIDTH-1):0] ULA_OUT,
        output reg REG_COMP_OUT,
        output reg REG_OVERFLOW_OUT,
        input SEL_MUX1,
        input [1:0] SEL_MUX2,
        input CTRL_REG_OP1, CTRL_REG_OP2,
        input CTRL_REG_OVERFLOW, CTRL_REG_COMP,
        input [3:0] SEL_ULA
    );
reg [(DATA_WIDTH-1):0] REG1_OUT, REG2_OUT;
wire [(ULA_WIDTH-1):0] MUX1_OUT, MUX2_OUT;
wire [(ULA_WIDTH-1):0] ULA_IN_1, ULA_IN_2;
wire ULA_COMP_OUT, ULA_OVERFLOW_OUT;
wire [(ULA_WIDTH-1):0] ULA_MATH_ADD, ULA_MATH_SUB, ULA_MATH_MULT, ULA_MATH_DIV;
wire [(ULA_WIDTH-1):0] ULA_DATA1, ULA_DATA2;
wire [(ULA_WIDTH-1):0] ULA_MATH_PLUS1, ULA_MATH_LESS1, ULA_MATH_PLUS2;
wire ULA_COMP_EQUAL, ULA_COMP_BIGGER, ULA_COMP_SMALLER;
wire [(ULA_WIDTH-1):0] ULA_LOGIC_NOT, ULA_LOGIC_AND, ULA_LOGIC_OR, ULA_LOGIC_XOR;
    always @ (posedge clk)  
    begin
        if(CTRL_REG_OP1)
            REG1_OUT <= REG1_IN;
    end
    always @ (posedge clk)  
    begin
        if(CTRL_REG_OP2)
            REG2_OUT <= REG1_IN;
    end
    always @ (posedge clk)   
    begin
        if(CTRL_REG_COMP)
            REG_COMP_OUT <= ULA_COMP_OUT;
    end
    always @ (posedge clk)  
    begin
        if(CTRL_REG_OVERFLOW)
            REG_OVERFLOW_OUT <= ULA_OVERFLOW_OUT;
    end
    assign ULA_MATH_ADD = ULA_IN_2 + ULA_IN_1;
    assign ULA_MATH_SUB = ULA_IN_2 - ULA_IN_1;
    assign ULA_MATH_MULT = ULA_IN_2 * ULA_IN_1;
    assign ULA_MATH_DIV = {ULA_WIDTH{1'b0}};
    assign ULA_DATA1 = ULA_IN_1;
    assign ULA_DATA2 = ULA_IN_2;
    assign ULA_MATH_PLUS1 = ULA_IN_2 + {ULA_WIDTH{1'b1}};
    assign ULA_MATH_LESS1 = ULA_IN_2 - {ULA_WIDTH{1'b1}};
    assign ULA_MATH_PLUS2 = ULA_IN_2 + {ULA_WIDTH/2{2'b10}};
    assign ULA_COMP_EQUAL = (ULA_IN_2 == ULA_IN_1) ? 1'b1 :
                            1'b0;
    assign ULA_COMP_BIGGER = (ULA_IN_2 > ULA_IN_1) ? 1'b1 :
                             1'b0;
    assign ULA_COMP_SMALLER = (ULA_IN_2 < ULA_IN_1) ? 1'b1 :
                              1'b0;
    assign ULA_LOGIC_NOT = ~ULA_IN_1;
    assign ULA_LOGIC_AND = ULA_IN_2 & ULA_IN_1;
    assign ULA_LOGIC_OR = ULA_IN_2 | ULA_IN_1;
    assign ULA_LOGIC_XOR = ULA_IN_2 ^ ULA_IN_1;
    assign ULA_OUT = (SEL_ULA == 4'b0000) ? ULA_MATH_ADD :
                     (SEL_ULA == 4'b0001) ? ULA_MATH_SUB :
                     (SEL_ULA == 4'b0010) ? ULA_MATH_MULT :
                     (SEL_ULA == 4'b0011) ? ULA_MATH_DIV :
                     (SEL_ULA == 4'b0100) ? ULA_DATA1 :
                     (SEL_ULA == 4'b0101) ? ULA_DATA2 :
                     (SEL_ULA == 4'b0110) ? ULA_MATH_PLUS1 :
                     (SEL_ULA == 4'b0111) ? ULA_MATH_LESS1 :
                     (SEL_ULA == 4'b1000) ? ULA_MATH_PLUS2 :
                     (SEL_ULA == 4'b1100) ? ULA_LOGIC_NOT :
                     (SEL_ULA == 4'b1101) ? ULA_LOGIC_AND :
                     (SEL_ULA == 4'b1110) ? ULA_LOGIC_OR :
                     (SEL_ULA == 4'b1111) ? ULA_LOGIC_XOR :
                     {ULA_WIDTH{1'b0}};
    assign ULA_COMP_OUT = (SEL_ULA == 4'b1001) ? ULA_COMP_EQUAL :
                          (SEL_ULA == 4'b1010) ? ULA_COMP_SMALLER :
                          (SEL_ULA == 4'b1011) ? ULA_COMP_BIGGER :
                          1'b0;
    assign ULA_OVERFLOW_OUT = ((SEL_ULA == 4'b0000) && (ULA_MATH_ADD > 255)) ? 1'b1 :
                              ((SEL_ULA == 4'b0001) && (ULA_MATH_SUB < 0)) ? 1'b1 :
                              ((SEL_ULA == 4'b0010) && (ULA_MATH_MULT > 255)) ? 1'b1 :
                              1'b0;
    assign MUX1_OUT = (SEL_MUX1 == 2'b00) ? {ULA_WIDTH{1'b0}} :
                      (SEL_MUX1 == 2'b01) ? {ULA_WIDTH{1'b1}} :
                      (SEL_MUX1 == 2'b10) ? MUX_REG1_IN :    
                      (SEL_MUX1 == 2'b11) ? REG1_OUT :       
                      {ULA_WIDTH{1'b0}};
    assign MUX2_OUT = (SEL_MUX2 == 2'b00) ? MUX_REG2_IN_2 :    
                      (SEL_MUX2 == 2'b01) ? MUX_REG2_IN_1 :
                      (SEL_MUX2 == 2'b10) ? MUX_REG2_IN_0 :
                      (SEL_MUX2 == 2'b11) ? REG2_OUT :       
                      {ULA_WIDTH{1'b0}};
    assign ULA_IN_1 = MUX1_OUT;
    assign ULA_IN_2 = MUX2_OUT;
endmodule
==> notes.md <==
Flow results.

- The worst setup path is launched from an input pin.
- TritonCTS reports the number of clock sinks as 10.
- Per the TritonCTS log, the buffer count is 3.
- The signed area change from the synthesized netlist to the final layout is 17.6%.
- The violation count after the first detailed-route iteration is ~530.
- The instance tally after logic synthesis is approximately 790.
- The worst path buffer plus inverter count is 8.
- The stage delay of the slowest cell on the critical path is 620 ps.
- The root buffer cell chosen for the clock tree is sky130_fd_sc_hd__clkbuf_16.
- Entering global routing, the biggest net connects roughly 50 pins.
- Once detailed placement completed, the half-perimeter wirelength came to 15700 um.
- In this run the remaining antenna-violating nets after routing total 0.
- The number of H-tree levels is 1.
- Per the post-synthesis stats, the area per cell is 7.69 um^2.
- The initial antenna violation count was 0.
- The worst VDD IR drop from the latest analysis is approximately 380 uV.
- Across the run, the number of max-cap violations was 0.
- For this run, the total global-route usage over all layers was measured as 0.195.
- Per STA, the worst path accumulates the most delay in the family adder cells.
- The maximum clock skew at final layout is about 0.95 ps.
- Post-CTS repair ended up resizing 0 cells.
- At the end of routability-driven placement, the weighted congestion stood at around 0.96.
- The most used cell along the critical path is sky130_fd_sc_hd__inv_1.
- The worst setup path is captured at a primary output.
- The data arrival time at the worst-slack endpoint is about 10000 ps.
- Looking at the critical path, the highest net fanout was 15.
- Measured along the y axis, the die boundary spans about 140 um.
- The post-route fraction of the period consumed by the critical path is 0.953.
- Per the detail_route report, the via count comes to 6156.
- The cell count in the Yosys report is 794.
- The async set or reset register ratio after synthesis is 0.
- The post-detailed-route DRC marker count is 0.
- The global-route wire length before repair is around 31000 um.
- The number of top-level design ports is roughly 98.
- The starting density of the core is 0.310.
- The register bit count reported by yosys is 10.
- The CTS tree is yes.
- The accumulated negative setup slack is 0 ps.
- The design draws ~0.0013 W.
- Per the OpenROAD power report, leakage power amounts to ~3.0 nW.
- The stage logs contain a warning count of 80.
- The synthesis report lists the Yosys warning total as 1.
- The commonest register cell is sky130_fd_sc_hd__edfxtp_1.
- The detailed-router iteration count before antenna repair is 5.
- The number of post-CTS setup repair buffers is 0.
- The number of port buffers is between 70 and 80.
- The number of distinct library cells after synthesis is 76.
- STA reports the tightest min-delay check as being of type register to register.
- In this run, synthesis inferred 10 flip-flops with an integrated enable.
- The die is about 140 um wide.
- The final timing report counts setup violations totalling 0.
- In the final report, the number of pins over their slew limit comes to 0.
- The final timing report lists a hold violation count of 0.
- For this design, the CTS-stage hold fixing added 0 buffers.
- The detailed-route wire length per cell is 17.6 um.
- The area of the core is slightly below 0.02 mm^2.
- The via density per instance is 5.56.
- After detailed routing, the total wire length is 19500 um.
- Per the CTS log, the buffer count on the longest clock path is 2.
- After layout, the minimum clock period comes to about 13000 ps.
- The aggregate global routing overflow is 0.
- Setup repair after global routing left no endpoint under its margin.
- In this run the cell area of the synthesized design comes to just over 0.006 mm^2.
- The flow ran to the end, and the final reports show no timing, DRC or antenna violations.
- Row generation in the floorplan step produced 51 rows.
- The required time of the critical path is 10960 ps.
- The highest clock frequency the design can meet is ~0.077 GHz.
- The share of the Yosys chip area taken by registers is 0.0492.
- Per the detail_route report, inserted antenna diodes total 0.
- The worst-case max-slew headroom was logged as 0.433.
- The setup path with the least slack is of type input pin to primary output.
- The later pin in the worst-skew pair is clocked with a latency of 240 ps.
- The share of final-layout standard cells stronger than drive strength 1 is 0.0641.
- The total die size is roughly 0.021 mm^2.
- For this run, the chip area from Yosys synthesis comes to just over 0.006 mm^2.
- The timing report gives the clock slew at the launch and capture registers of the worst setup and hold paths as approximately 40 ps.
- The slew at the pin closest to its max-slew limit is around 850 ps.
- The total power density per cell area is ~190 mW/mm^2.
- The worst-path cell with the longest stage delay is sky130_fd_sc_hd__clkdlybuf4s50_1.
- The via count of the first global-routing pass is between 5000 and 6000.
-- cell families (layout without fill, tap and decap cells) --
family / after synthesis / count (layout) / synth area share
buffers and inverters: 139 / 187 / 0.0903
and+or+nand+nor: 197 / 197 / 0.162
muxes: 29 / 29 / 0.0692
AOI/OAI and AO/OA: 262 / 262 / 0.294
xor gates and xnor gates: 40 / 40 / 0.0574
DFF: 10 / 10 / 0.0492
adders and majority gates: 117 / 117 / 0.278
-- placed cells by master, fill, tap and decap left out, types with 8 or more instances in the layout --
master                            count
sky130_fd_sc_hd__nand2b_1             8
sky130_fd_sc_hd__edfxtp_1            10
sky130_fd_sc_hd__buf_4               13
sky130_fd_sc_hd__xnor2_1             27
sky130_fd_sc_hd__fa_1                31
sky130_fd_sc_hd__a31oi_1             10
sky130_fd_sc_hd__clkdlybuf4s50_1     76
sky130_fd_sc_hd__o21ai_0             43
sky130_fd_sc_hd__mux2i_1             10
sky130_fd_sc_hd__nor2_1              60
sky130_fd_sc_hd__a21oi_1             74
sky130_fd_sc_hd__a22oi_1              8
sky130_fd_sc_hd__mux2_2              10
sky130_fd_sc_hd__nand3_1             11
sky130_fd_sc_hd__o211ai_1            11
sky130_fd_sc_hd__inv_1               93
sky130_fd_sc_hd__a21o_1              12
sky130_fd_sc_hd__o21a_1               8
sky130_fd_sc_hd__nor3_1              22
sky130_fd_sc_hd__xor2_1              13
sky130_fd_sc_hd__nor2b_1             12
sky130_fd_sc_hd__nand2_1             39
sky130_fd_sc_hd__ha_1                86
sky130_fd_sc_hd__a211oi_1            14
-- report_power, final --
| part | internal [W] | switching [W] | total, W |
|---|---|---|---|
| Clock | 0.0000384 | 0.0000149 | 0.0000533 |
| Combinational | 0.000545 | 0.000705 | 0.00125 |
| Sequential | 0.0000374 | 0.000000658 | 0.0000381 |
| Total | 0.000621 | 0.000720 | 0.00134 |
-- state kept, by name, summed over array words and instances (netlist names) --
name / flops
REG_OVERFLOW_OUT: 1
REG_COMP_OUT: 1
REG2_OUT: 8
-- layer usage --
metal	global-route usage	routed length [um]
met1	0.320	9290
met2	0.286	8590
met3	0.0161	1330
met4	0.0244	286
met5	0	0
-- worst register-to-register path, cell delays in order, from the launching register on --
cell,delay [ps]
sky130_fd_sc_hd__edfxtp_1,340
sky130_fd_sc_hd__mux4_2,680
sky130_fd_sc_hd__ha_1,400
sky130_fd_sc_hd__fa_1,700
sky130_fd_sc_hd__ha_1,300
sky130_fd_sc_hd__xor2_1,300
sky130_fd_sc_hd__inv_1,110
sky130_fd_sc_hd__fa_1,540
sky130_fd_sc_hd__inv_1,40
sky130_fd_sc_hd__ha_1,300
sky130_fd_sc_hd__xor2_1,170
sky130_fd_sc_hd__fa_1,540
sky130_fd_sc_hd__inv_1,40
sky130_fd_sc_hd__ha_1,220
sky130_fd_sc_hd__a2111oi_0,600
sky130_fd_sc_hd__o311ai_0,300
sky130_fd_sc_hd__nand2b_1,210
sky130_fd_sc_hd__a21oi_1,220
sky130_fd_sc_hd__xor2_1,190
sky130_fd_sc_hd__nor2_1,80
sky130_fd_sc_hd__a2111o_1,440
-- synthesized netlist by cell type, types with 5 or more instances --
| library cell | n | area, um^2 |
|---|---|---|
| sky130_fd_sc_hd__nor2b_1 | 12 | 75.1 |
| sky130_fd_sc_hd__o21a_1 | 8 | 60.1 |
| sky130_fd_sc_hd__o211ai_1 | 11 | 82.6 |
| sky130_fd_sc_hd__nand3_1 | 11 | 55.1 |
| sky130_fd_sc_hd__and3_1 | 6 | 37.5 |
| sky130_fd_sc_hd__o221ai_1 | 7 | 61.3 |
| sky130_fd_sc_hd__nor2_1 | 60 | 225 |
| sky130_fd_sc_hd__nand4_1 | 5 | 31.3 |
| sky130_fd_sc_hd__ha_1 | 86 | 1080 |
| sky130_fd_sc_hd__o311ai_0 | 6 | 52.6 |
| sky130_fd_sc_hd__xnor2_1 | 27 | 236 |
| sky130_fd_sc_hd__mux4_2 | 7 | 158 |
| sky130_fd_sc_hd__buf_1 | 6 | 22.5 |
| sky130_fd_sc_hd__a31oi_1 | 10 | 62.6 |
| sky130_fd_sc_hd__o21ai_0 | 43 | 215 |
| sky130_fd_sc_hd__a21oi_1 | 74 | 370 |
| sky130_fd_sc_hd__xor2_1 | 13 | 114 |
| sky130_fd_sc_hd__o31ai_1 | 5 | 37.5 |
| sky130_fd_sc_hd__a22oi_1 | 8 | 60.1 |
| sky130_fd_sc_hd__mux2_2 | 10 | 113 |
| sky130_fd_sc_hd__a21o_1 | 12 | 90.1 |
| sky130_fd_sc_hd__inv_1 | 93 | 349 |
| sky130_fd_sc_hd__edfxtp_1 | 10 | 300 |
| sky130_fd_sc_hd__nand2_1 | 39 | 146 |
| sky130_fd_sc_hd__or3_1 | 7 | 43.8 |
| sky130_fd_sc_hd__a221oi_1 | 7 | 61.3 |
| sky130_fd_sc_hd__nor3_1 | 23 | 115 |
| sky130_fd_sc_hd__mux2i_1 | 10 | 100 |
| sky130_fd_sc_hd__a211oi_1 | 14 | 105 |
| sky130_fd_sc_hd__fa_1 | 31 | 621 |
| sky130_fd_sc_hd__nor4_1 | 6 | 37.5 |
| sky130_fd_sc_hd__nand2b_1 | 8 | 50.1 |
| sky130_fd_sc_hd__clkbuf_1 | 32 | 120 |
| sky130_fd_sc_hd__o21bai_1 | 7 | 52.6 |
-- area by class of cell --
class	instances	area (um^2)
Inverter	94	353
Fill cell	2036	12500
Clock inverter	1	3.75
Clock buffer	3	75.1
Tap cell	265	332
Timing Repair Buffer	89	858
Multi-Input combinational cell	645	5260
Sequential cell	10	300
-- path summary, 6_finish.rpt --
kind | from | to | slack, ps | cells after the start
worst max-delay path | SEL_MUX2[0] | ULA_OUT[16] | 640 | 25
worst min-delay path | REG2_OUT[0] | REG_COMP_OUT | 1340 | 5
worst max register to register | REG2_OUT[3] | REG_OVERFLOW_OUT | 6690 | 20
worst min register to register | REG2_OUT[0] | REG_COMP_OUT | 1340 | 5
-- per-stage QoR --
| stage | hold slack, ps | utilization | cells | setup slack (ps) | area [um^2] |
|---|---|---|---|---|---|
| finish | 1340 | 0.364 | 1107 | 644 | 7180 |
| global route | 1440 | 0.364 | 1107 | 40.1 | 7180 |
| CTS | 1360 | 0.364 | 1107 | 564 | 7180 |
| detailed placement | 1350 | 0.360 | 1103 | 613 | 7100 |
| global placement | 1350 | 0.360 | 1103 | 548 | 7100 |
| floorplan | 1290 | - | 794 | 2240 | 6110 |
No activity file was given, so power comes from the tool's default toggle rates.
